### flow/config.mk
export PLATFORM = sky130hd
export DESIGN_NAME = scanner
export DESIGN_NICKNAME = scanner
export VERILOG_FILES = /design/flow/design.v
export SDC_FILE = /design/flow/constraint.sdc
export NUM_CORES = 4
export LEC_CHECK = 1
export CORE_UTILIZATION = 50
### flow/constraint.sdc
current_design scanner

set clk_period 4.1
set clk_io_pct 0.2

create_clock -name clk0 -period $clk_period [get_ports {clk}]

set non_clock_inputs [all_inputs -no_clocks]
set_input_delay [expr $clk_period * $clk_io_pct] -clock clk0 $non_clock_inputs
set_output_delay [expr $clk_period * $clk_io_pct] -clock clk0 [all_outputs]
### flow/design.v
module col_fsm(
				input logic        reset, clk, en,
				output logic [3:0] C,
				output logic	   col_error_led
			  );
	typedef enum logic [2:0]
		{RESET, C0, C1, C2, C3, ERROR}
		statetype;
	statetype state, next_state;
	always_ff @(posedge clk) begin
		if ( ~reset ) state <= RESET;  
		else 		  state <= next_state;  
	end
	always_comb begin
		if ( en ) begin
			case ( state )
				RESET:	 next_state = C0;
				C0: 	 next_state = C1;  
				C1: 	 next_state = C2; 
				C2: 	 next_state = C3;
				C3: 	 next_state = C0;
				ERROR:	 next_state = ERROR;
				default: next_state = ERROR;
			endcase
		end
		else if ( state == RESET ) next_state = RESET;
		else next_state = state;
	end
	always_comb begin
		case ( state )
			RESET:	 C = 4'b0000;
			C0:		 C = 4'b0001;
			C1: 	 C = 4'b0010;
			C2: 	 C = 4'b0100;
			C3:		 C = 4'b1000;
			default: C = 4'b0000;
		endcase
	end
	assign col_error_led = ( state == ERROR );
endmodule
module counter #(
				parameter DEPTH = 7'd32, 
				parameter WIDTH = 3'd4,
				parameter MAXCNT = 26'd24000000  
				) (
				input  logic             clk, reset, en,
				input  logic [DEPTH-1:0]  cnt_goal,        
				input  logic [WIDTH-1:0] in,              
				input  logic [WIDTH-1:0] criterion,       
				output logic             tick             
	);
	logic [DEPTH-1:0] count;
	always_ff @(posedge clk) begin
		if ( ~reset ) count <= 0;  
		else if ( en ) begin                                 
			if ( in == criterion ) count <= count + 1;
			else                   count <= 0;          
		end
		else count <= 0;  
	end
	assign tick = ( count <= MAXCNT ) ? ( count >= cnt_goal ) : 0;
endmodule
module debouncer #(parameter WIDTH = 3'd4) (
				input  logic             clk, reset, en,
				input  logic [WIDTH-1:0] in,
				input  logic [WIDTH-1:0] criterion,
				input  logic [WIDTH-1:0] fail_criterion,   
				input  logic [31:0]      debounce_period,
				output logic             steady, 
				output logic             error
	);
	counter #( 
		.DEPTH   ( 7'd32 ),        
		.WIDTH  ( WIDTH ),         
		.MAXCNT ( 27'd24000000 )  
	) steady_counter (
		.clk       ( clk ),              
		.reset     ( reset ),            
		.en        ( en ),               
		.cnt_goal  ( debounce_period ),  
		.in        ( in ),               
		.criterion ( criterion ),        
		.tick      ( steady )            
	);
	counter #( 
		.DEPTH   ( 7'd32 ),        
		.WIDTH  ( WIDTH ),         
		.MAXCNT ( 27'd24000000 )  
	) error_counter (
		.clk       ( clk ),              
		.reset     ( reset ),            
		.en        ( en ),               
		.cnt_goal  ( debounce_period ),  
		.in        ( in ),               
		.criterion ( fail_criterion ),   
		.tick      ( error )             
	);
endmodule
module scanner(
				input logic        	reset, clk,
				input logic  [3:0] 	R,
				output logic [3:0] 	C,
				output logic [3:0] 	R_out,
				output logic		on_led,
				output logic       	read_error_led,  
				output logic		db_lo_error_led,
				output logic		db_hi_error_led,
				output logic		dbing_led,
				output logic		col_error_led
			  );
	logic        db_en;  
	logic [3:0]  db_criterion;  
	logic [3:0]  db_fail_criterion;  
	logic [31:0] db_period;  
	logic [31:0] db_error_period;  
	logic        db_steady;  
	logic        db_error;   
	logic       col_en;			 
	debouncer #( .WIDTH(3'd4) ) db(
		.clk             ( clk ), 
		.reset           ( reset ),              
		.en              ( db_en ),              
		.in              ( R ),                  
		.criterion       ( db_criterion ),       
		.fail_criterion  ( db_fail_criterion ),  
		.debounce_period ( db_period ),          
		.steady ( db_steady ),              
		.error  ( db_error )                
	);
	scanner_fsm scanner_fsm (
		.clk             	( clk ),             	 
		.reset           	( reset ),           	 
		.R					( R ),					 
		.db_steady     		( db_steady ),           
		.db_error       	( db_error ),       	 
		.R_out  			( R_out ),  			 
		.col_en 			( col_en ), 			 
		.on_led				( on_led ),				 
		.read_error_led  	( read_error_led ),   	 
		.db_lo_error_led	( db_lo_error_led ),  
		.db_hi_error_led	( db_hi_error_led ),  
		.dbing_led			( dbing_led	),		  
		.db_en           	( db_en ),            	 
		.db_criterion		( db_criterion ),      	 
		.db_fail_criterion 	( db_fail_criterion )	 
	);
	col_fsm col(
		.clk             	( clk ),             
		.reset           	( reset ),           
		.en					( col_en ),				 
		.C  				( C ),  			 
		.col_error_led 		( col_error_led )	 
	);	
	assign db_period = 120000;  
endmodule
module scanner_fsm(
				input logic        	reset, clk,
				input logic  [3:0] 	R,
				input  logic       	db_steady,
				input  logic       	db_error,
				output logic [3:0] 	R_out,
				output logic       	col_en,  
				output logic	   	on_led,
				output logic       	read_error_led,  
				output logic		db_lo_error_led,  
				output logic		db_hi_error_led,  
				output logic		dbing_led,		 
				output logic       	db_en,
				output logic [3:0] 	db_criterion,
				output logic [3:0] 	db_fail_criterion
			  );
	logic 		sync_en;
	logic 		synced;
	logic [3:0]	R_db;
	counter #( 
		.DEPTH   ( 3'd4 ),       
		.WIDTH  ( 1'b1 ),        
		.MAXCNT ( 4'd10 ) 		
	) sync_counter (
		.clk       ( clk ),  	 
		.reset     ( reset ),    
		.en        ( sync_en ),  
		.cnt_goal  ( 4'd10 ), 	 
		.in        ( 1'b1 ),     
		.criterion ( 1'b1 ),     
		.tick      ( synced )    
	);
	typedef enum logic [4:0] 
		{RESET, SCAN_COL, SYNC_BUFFER, READ, DEBOUNCE_HIGH, ON, DEBOUNCE_LOW, READ_ERROR, DB_LO_ERROR, DB_HI_ERROR, STATE_ERROR} 
		statetype;
	statetype state, next_state;
	always_ff @(posedge clk) begin
		if ( ~reset ) state <= RESET;  
		else 		  state <= next_state;
	end
	always_comb begin
		case ( state )
			RESET:          						next_state = SCAN_COL;
			SCAN_COL:	   							next_state = SYNC_BUFFER;
			SYNC_BUFFER:   begin
							if		( synced )		next_state = READ;
							else					next_state = SYNC_BUFFER;
						   end
			READ:          begin
							case ( R ) 
								4'b0000: 		  	next_state = SCAN_COL;
								4'b0001: 		  	next_state = DEBOUNCE_HIGH;
								4'b0010: 		  	next_state = DEBOUNCE_HIGH;
								4'b0100: 		  	next_state = DEBOUNCE_HIGH;
								4'b1000: 		  	next_state = DEBOUNCE_HIGH;
								default: 		  	next_state = READ_ERROR;   
							endcase
						   end
			DEBOUNCE_HIGH: begin
							if      ( db_steady ) 	next_state = ON;
							else if ( db_error )  	next_state = DB_HI_ERROR;  
							else                  	next_state = DEBOUNCE_HIGH;  
						   end
			ON:      	   begin
							if ( R == 4'b0000 )	  	next_state = DEBOUNCE_LOW;
							else 				  	next_state = ON;
						   end
			DEBOUNCE_LOW:  begin
							if 		( db_steady ) 	next_state = SCAN_COL;
							else if ( db_error )  	next_state = DB_LO_ERROR;  
							else				  	next_state = DEBOUNCE_LOW;  
						   end
			READ_ERROR:      						next_state = SCAN_COL;  
			DB_HI_ERROR:							next_state = SCAN_COL;  
			DB_LO_ERROR:							next_state = SCAN_COL;  
			STATE_ERROR:							next_state = SCAN_COL;
			default:  							  	next_state = STATE_ERROR;
		endcase
	end
	always_ff @( posedge clk ) begin
		if		( state == RESET )			R_db <= 4'b0000;
		else if ( state == DEBOUNCE_HIGH ) 	R_db <= R;
		else								R_db <= R_db;
	end
	assign R_out			= ( state == ON ) ? R_db : 4'b0000;
	assign col_en			= ( state == SCAN_COL );
	assign on_led 			= ( state == ON );
	assign dbing_led		= db_en;
	assign db_en			= ( state == DEBOUNCE_HIGH || state == DEBOUNCE_LOW );
	assign db_fail_criterion = ( state == DEBOUNCE_LOW ) ? 4'b0001 : 4'b0000;  
	assign sync_en 			= ( state == SYNC_BUFFER );
	always_ff @( posedge clk ) begin
		if		( state == RESET )			db_criterion <= 4'b0000;
		else if ( state == READ ) 			db_criterion <= R; 		 
		else if ( state == DEBOUNCE_LOW ) 	db_criterion <= 4'b0000;
		else								db_criterion <= db_criterion;
	end
	always_ff @( posedge clk ) begin
		if 		( state == RESET ) 			db_hi_error_led <= 0;
		else if ( state == DB_HI_ERROR )	db_hi_error_led <= 1;
		else								db_hi_error_led <= db_hi_error_led;
		if 		( state == RESET ) 			db_lo_error_led <= 0;
		else if ( state == DB_LO_ERROR )	db_lo_error_led <= 1;
		else								db_lo_error_led <= db_lo_error_led;
		if 		( state == RESET ) 			read_error_led <= 0;
		else if ( state == DB_LO_ERROR )	read_error_led <= 1;
		else								read_error_led <= read_error_led;
	end
endmodule
### flow/run.sh
#!/bin/bash
# OpenROAD 26Q1-2900-gdf79404cd8, Yosys 0.63+post, stock flow scripts
make -C /OpenROAD-flow-scripts/flow DESIGN_CONFIG=/design/flow/config.mk WORK_HOME=/design/flow/orfs finish
==> impl_metrics.env <==
# physical design summary
export IMPL_clkLatencyLatePin_ns=0.36
export IMPL_ctsHoldBuffers=0
export IMPL_ys_cells=522
export IMPL_rrSetupSlack_ns=1.72
export IMPL_grt_max_degree=33
export IMPL_adder_share=0.0193
export IMPL_tool_warnings=28
export IMPL_htreeDepth=3
export IMPL_crit_path_end_kind="output port"
export IMPL_vias=3496
export IMPL_ys_sh_mux=0.0159
export IMPL_antenna_cells=0
export IMPL_register_area_mm2=0.00188
export IMPL_ys_area_mm2=0.00440
export IMPL_synthTopCellsByArea="dfxtp_1 43%, nor2_1 7.6%, xor2_1 7.6%"
export IMPL_ys_sh_aoi=0.0831
export IMPL_slew_violations=0
export IMPL_cts_buffers_inserted=9
export IMPL_synthCells=522
export IMPL_areaGrowthSynthToFinish_pct=9.36
export IMPL_hold_violations=0
export IMPL_root_buffer="clkbuf_8"
export IMPL_finalWeightedCongestion=0.881
export IMPL_leakage_nw=1.60
export IMPL_comb_area_mm2=0.00234
export IMPL_finalSetupViolCount=0
export IMPL_synth_simple_gate_area_share=0.297
export IMPL_dp_cells=621
export IMPL_hold_class="reg2reg"
export IMPL_dpl_hpwl_mm=5.81
export IMPL_antenna_found_initial=0
export IMPL_routed_wl_mm=8.59
export IMPL_edf_count=0
export IMPL_wl_met3_um=230
export IMPL_path_buffers=1
export IMPL_avgSynthCellArea_um2=8.43
export IMPL_wl_met2_mm=3.71
export IMPL_flop_cell="dfxtp_1"
export IMPL_layout_drive_gt1_share=0.0564
export IMPL_worstReg2RegStart="db.error_counter.count[2]"
export IMPL_reg2regPathDepth=5
export IMPL_clkTransAtPathRegs_ns=0.10
export IMPL_power_frac_comb=0.017
export IMPL_synth_distinct_cells=52
export IMPL_core_mm2=0.00838
export IMPL_p_int_mw=1.16
export IMPL_fin_cells=637
export IMPL_yosysTopAreaCell="dfxtp_1"
export IMPL_max_slew_margin=0.553
export IMPL_top_area_frac=0.428
export IMPL_min_from="col.state[0]"
export IMPL_drt_pass1_iterations=4
export IMPL_cts_tree="built"
export IMPL_drc=0
export IMPL_grt_setup_unrepaired="no"
export IMPL_holdPathStages=2
export IMPL_die_x_um=95.8
export IMPL_nFillCells=770
export IMPL_postSynth_asyncResetShare=0
export IMPL_die_height_um=95.8
export IMPL_finalInstanceArea_mm2=0.00481
export IMPL_max_slew_worst_pin_slew_ns=0.664
export IMPL_vias_per_cell=5.49
export IMPL_cts_setup_buffers=0
export IMPL_post_cts_resized=0
export IMPL_cts_sinks=94
export IMPL_worstPathArrival_ns=1.59
export IMPL_drtAntennaViolNets=0
export IMPL_grt_pass1_vias=3125
export IMPL_irDropWorstVdd_mv=0.183
export IMPL_setup_ws_ns=1.69
export IMPL_topCombFamilyByArea="simple AND/OR/NAND/NOR gates"
export IMPL_ys_warn_count=4
export IMPL_cp_start_kind="flop"
export IMPL_postSynthSeqShare=0.428
export IMPL_die_area_mm2=0.00917
export IMPL_finClkSkew_ns=0.0111
export IMPL_r2r_end="db.error_counter.count[31]"
export IMPL_clock_fmax_ghz=0.415
export IMPL_placed_area_mm2=0.00463
export IMPL_pre_cts_slack_ns=1.46
export IMPL_fp_util=0.525
export IMPL_critPathMaxFanout=8
export IMPL_run_status="finished clean"
export IMPL_grt_pass1_wl_mm=14.4
export IMPL_grt_ovfl_total=0
export IMPL_fp_row_count=33
export IMPL_ys_sh_xor=0.117
export IMPL_grt_usage=0.202
export IMPL_path_class="reg2out"
export IMPL_portBuffers=19
export IMPL_path_depth=2
export IMPL_detail_route_iter0_violations=102
export IMPL_power_switching_mw=0.364
export IMPL_max_stage_delay_ns=0.57
export IMPL_ctsLongestPathBuffers=2
export IMPL_path_cells="or2_2, clkdlybuf4s50_1"
export IMPL_met1_length_mm=4.55
export IMPL_worstPathRequired_ns=3.28
export IMPL_wl_per_cell_um=13.5
export IMPL_critPathTopFamily="flip-flops"
export IMPL_period_minus_slack_ns=2.41
export IMPL_fin_crit_sh=0.588
export IMPL_finalSetupTns_ns=0
export IMPL_clkPwrFrac=0.377
export IMPL_utilization=0.574
export IMPL_power_density_mw_per_mm2=316
export IMPL_numSynthFlops=94
export IMPL_cp_slowest_cell="dfxtp_1"
export IMPL_sw_frac_of_total=0.239
export IMPL_top_layer="met4"
export IMPL_power_mw=1.52
export IMPL_drv_cap=0
export IMPL_cp_endpoint="dbing_led"
export IMPL_seq_power_share=0.606
export IMPL_netlist_area_mm2=0.00440
export IMPL_ios=20
export IMPL_crit_start="scanner_fsm.state[2]"
export IMPL_whs_ns=0.471
synthesized netlist by cell type, types with 2 or more instances:
master / n
a211o_1: 3
a21oi_1: 20
a31oi_1: 2
and2_1: 10
and3_1: 12
and4_1: 3
buf_2: 2
buf_4: 2
clkbuf_1: 25
dfxtp_1: 94
ha_1: 6
inv_1: 13
mux2i_1: 7
nand2_1: 30
nand3_1: 32
nand4_1: 23
nor2_1: 89
nor3_1: 12
nor3b_1: 4
nor4_1: 12
nor4b_1: 2
o2111ai_1: 2
o21a_1: 2
o21ai_0: 13
o31ai_1: 6
or2_2: 2
or3_1: 7
or4_1: 6
xnor2_1: 21
xor2_1: 38
worst min-delay path, cell delays in order, from the launching register on:
cell and delay, ns:
dfxtp_1 0.33, inv_1 0.05, o21ai_0 0.06
cell usage in the layout (no fill, tap or decap), drive strengths merged, types with 6 or more instances in the layout:
master         synthesis  routed
o31ai                  6       6
clkdlybuf4s50          0      19
dfxtp                 94      94
a21oi                 20      20
and3                  12      12
mux2i                  7       7
nand2                 30      30
xor2                  38      38
clkbuf                25       9
inv                   13      17
and2                  10      10
or4                    7       7
nand3                 32      32
nor4                  13      13
ha                     6       6
o21ai                 13      13
or3                    8       8
nor2                  89      89
nor3                  12      12
xnor2                 21      21
nand4                 24      24
layout make-up:
cell class	instances	area share
timing repair buffer	23	0.0458
multi-input combinational	385	0.488
sequential	94	0.391
tap	105	0.0273
clock buffer	9	0.0258
inverter	14	0.0109
clock inverter	7	0.0114
worst min path at each step:
stage                 slack, ns                                end
final                      0.47                       col.state[0]
after global routing       0.49  scanner_fsm.sync_counter.count[0]
after CTS                  0.47                       col.state[0]
kinds of logic after synthesis:
family	Yosys count
AOI/OAI and AO/OA	57
and+or+nand+nor	255
xor gates and xnor gates	59
adders and majority gates	7
muxes	7
DFF	94
buffers and inverters	43
power by group through the flow:
stage / sequential [mW] / combinational (mW) / clock, mW
6_report: 0.922 / 0.0255 / 0.573
5_1_grt: 0.923 / 0.0287 / 0.630
4_1_cts: 0.922 / 0.0255 / 0.592
sequential cells by signal, indices dropped and copies added (netlist names):
register and cells:
db.error_counter.count 32, db.steady_counter.count 32, scanner_fsm.state 10, col.state 6, scanner_fsm.R_db 4, scanner_fsm.db_criterion 4, scanner_fsm.sync_counter.count 4, scanner_fsm.db_hi_error_led 1
scanner_fsm.read_error_led 1
metal layers:
metal,global-route usage,vias up
met5,0,-
met4,0.0274,0
met3,0.0249,8
met2,0.308,53
met1,0.323,1603
li1,-,1832
No activity file was given, so power comes from the tool's default toggle rates.
