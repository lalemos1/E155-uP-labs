==> ./design.v <==
module clk_divider (
				 input  logic        clk, reset,
				 input  logic [31:0] divisor,
				 output logic        clk_div   
				 );
	logic [31:0] counter;  
	logic [31:0] divisor_shifted;
	assign divisor_shifted = divisor ? divisor - 32'd1 : 32'd0;  
	always_ff @(posedge clk) begin
		if (reset == 0)  begin    
			  counter <= 0;
			  clk_div <= 0;
		end
		else if (counter == divisor_shifted) begin
			  clk_div <= ~clk_div;
			  counter <= 0;
	    end
		else  counter <= counter + 1;
	end
endmodule
==> ./run.sh <==
#!/bin/bash
# OpenROAD 26Q1-2900-gdf79404cd8, Yosys 0.63+post, stock flow scripts
make -C /OpenROAD-flow-scripts/flow DESIGN_CONFIG=/design/flow/config.mk WORK_HOME=/design/flow/orfs finish
==> ./config.mk <==
export PLATFORM = sky130hd
export DESIGN_NAME = clk_divider
export DESIGN_NICKNAME = clk_divider
export VERILOG_FILES = /design/flow/design.v
export SDC_FILE = /design/flow/constraint.sdc
export NUM_CORES = 4
export LEC_CHECK = 1
export CORE_UTILIZATION = 30
==> ./constraint.sdc <==
current_design clk_divider

set clk_period 14.6
set clk_io_pct 0.2

create_clock -name clk0 -period $clk_period [get_ports {clk}]

set non_clock_inputs [all_inputs -no_clocks]
set_input_delay [expr $clk_period * $clk_io_pct] -clock clk0 $non_clock_inputs
set_output_delay [expr $clk_period * $clk_io_pct] -clock clk0 [all_outputs]
==> ci_impl_report.md <==
### Yosys + OpenROAD results

| Metric | Value |
|---|---|
| Die Span X | 103 um |
| Final Setup Violations | 0 |
| Max-slew headroom at the worst pin | 43.3% |
| Setup TNS | 0 ns |
| Synthesized instance count | 407 |
| Clock sink count | 33 |
| Required time at the endpoint of the critical path | 14.76 ns |
| Measured slew at the worst slew-check pin | 0.842 ns |
| Startpoint of the worst register-to-register path | counter[29]$_SDFF_PP0_ |
| Final critical path time including I/O delays and setup | 7.14 ns |
| Final Wtd Congestion | 0.935 |
| Main flop type | dfxtp_1 |
| Switching Share | 26.3% |
| Die outline height | 103 um |
| Top cell types by occurrence after synthesis | 56 x nor2_1, 37 x xor2_1, 33 x dfxtp_1 |
| Critical Path Start | divisor[0] |
| Clock-pin slew on the worst setup and hold paths | 0.06 ns |
| Area added between synthesis and finish | 15.8% |
| Diode count | 0 |
| Average footprint of a synthesized cell | 7.46 sq um |
| Overall fraction of global-route tracks in use | 17.5% |
| Sequential share of power | 46.6% |
| Summed instance area of the synthesized netlist | 3040 sq um |
| Achievable Freq | 140 MHz |
| Number of standard-cell rows in the floorplan | 36 |
| Largest fanout on the critical path | 32 |
| Cts-stage hold buffer count | 0 |
| Total power divided by cell area | 56.5 nW/um^2 |
| Cell accounting for the most synthesized area | dfxtp_1 |
| Clock insertion delay at the later pin of the skew report | 0.28 ns |
| TritonCTS clock tree | built |
| Clock network fraction of total power | 34.0% |
| End of the worst register-to-register path | counter[22]$_SDFF_PP0_ |
| Detailed-route vias per instance | 5.54 |
| Vias in the first global route | 2810 |
| RSZ-0062 raised after global routing | false |
| Ports | 35 |
| CP arrival | 7.29 ns |
| Area of the die | 10500 sq um |
| Flop-to-flop setup slack | 11.72 ns |
| Pin count of the biggest net entering global routing | 33 |
| Outcome | complete, no violations |
| Total count of max-transition violations in the final report | 0 |
| Root Buffer Master | clkbuf_8 |
| DR pass1 iterations | 5 |
| Leak pwr | 1.16 nW |
| Buffer depth of the longest clock path | 2 |
| Sw Pwr | 0.0523 mW |
| Initial antenna violation count | 0 |
| Critical path capture point type | register |
| Final Hold Violating Endpoints | 0 |
| DP HPWL | 6.69 mm |
| Number of synthesis warnings | 1 |
| Register area share after synthesis | 21.8% |
| Number of gates given a new drive strength after cts | 0 |
| Count of buffers added by post-CTS timing repair for setup | 0 |
| Dominant cell by count in the synthesized netlist | nor2_1 |
| Share of flip-flops with an asynchronous set or reset after synthesis | 0% |
| Share of the cycle needed by the critical path after routing | 48.9% |
| Total of buffers placed on input and output ports | 34 |
| DRT iter0 DRCs | 195 |
| Critical hold path startpoint | clk_div$_SDFFE_PN0N_ |
| Maximum vdd ir drop | 0.0347 mV |
| Number of violations of the max-capacitance limit | 0 |
| Leftover overflow at the end of global routing | 0 |
| Level count of the clock H-tree | 2 |
| Number of unique standard cell types used by synthesis | 62 |
| Clock Skews | 0.00472 ns |
| Count of library flops with an enable pin | 0 |
| Post-layout power | 0.199 mW |
| Fraction of final layout cells sized beyond drive strength 1 | 4.26% |
| Post-DR wirelength/cell | 15.8 um |
| Global-route wire length before repair | 14.2 mm |
| Core Footprint | 9770 sq um |
| Critical Path Source Type | input pin |
| Endpoint of the worst setup timing path | counter[22]$_SDFF_PP0_ |
| Number of cell instances after yosys synthesis | 407 |
| Worst Reg2Reg Path Length in Cells | 9 |
| Minimum hold slack | 0.514 ns |
| Post-detailed-route DRC marker count | 0 |
| Post-synthesis sequential element count | 33 |
| Yosys Chip Area | 3040 sq um |
| Post-synth area hogs | dfxtp_1 22%, xor2_1 11%, nor2_1 6.9% |
| Number of OpenROAD warnings | 25 |
| Top cell area share | 21.8% |
| Floorplan-stage core utilization | 31.1% |
| Final wirelength | 8.76 mm |
| Critical setup path kind | in -> reg |
| Internal power contribution | 0.146 mW |
| ANT nets after route | 0 |
| Type of the worst min-delay path | reg -> reg |
| Cts bufs inserted | 5 |
| Comb pwr share | 19.3% |
| Total via count after detailed routing | 3083 |
-- cells by family after synthesis --
group                    Yosys count  share of synthesized area, %
AND/OR/NAND/NOR                  209                          37.3
AND-OR/OR-AND                     64                          15.6
XOR/XNOR                          57                          17.3
buffers and inverters             36                          5.19
flip-flops                        33                          21.8
multiplexers                       6                          2.02
adder cells (fa/ha/maj)            2                         0.824
-- cell type report --
type / instances / area (sq um)
fill: 1026 / 6260
tap: 133 / 166
multi-input combinational: 338 / 2220
sequential: 33 / 661
inverter: 10 / 37.5
clock buffer: 7 / 86.3
timing repair buffer: 35 / 348
-- placed cells by master, fill, tap and decap left out, types with 7 or more instances in the layout --
master,instances
or3_1,7
o21ai_0,7
or4_1,14
xor2_1,37
and3_1,10
clkdlybuf4s50_1,34
xnor2_1,18
nor2_1,56
a21oi_1,13
nand2_1,24
inv_1,10
nor3_1,20
nand4_1,18
nor4_1,12
nand3_1,15
dfxtp_1,33
-- per-layer routing --
layer	global-route usage (%)	part of all wire [%]
met5	0	0
met3	1.31	7.0
met2	26.8	42
met4	2.20	2.1
met1	27.9	49
-- power by group through the flow --
stage	Sequential, mW	Clock, mW	Combinational [mW]
CTS	0.0926	0.0696	0.0381
global route	0.0929	0.0736	0.0421
finish	0.0927	0.0676	0.0385
-- worst min-delay path by stage --
| stage | endpoint | depth (start not counted) |
|---|---|---|
| 4_1_cts | clk_div$_SDFFE_PN0N_ | 2 |
| 5_1_grt | clk_div$_SDFFE_PN0N_ | 2 |
| 6_report | clk_div$_SDFFE_PN0N_ | 2 |
-- metrics by stage --
step	cells	instance area, sq um	setup WS, ns	util [%]
after global routing	556	3520	7.19	36.0
final	556	3520	7.46	36.0
after floorplan	407	3040	8.41	-
after global placement	549	3430	7.25	35.1
after detailed placement	549	3430	7.26	35.1
after CTS	556	3520	7.53	36.0
-- critical path, cell delays in order --
cell and delay [ns]:
clkdlybuf4s50_1 0.57, inv_1 0.12, ha_1 0.22, nor3b_2 0.53, and3_1 0.39, and4_1 0.64
nor2_1 0.11, o32ai_1 0.40, o2111ai_1 0.18, or4_1 0.61, o21ai_2 0.15, buf_4 0.33
nor2_1 0.09
-- state kept, by name (all words and copies together), names as in the netlist --
register	count
counter	32
clk_div	1
Power is estimated from default activity; no workload was simulated.
