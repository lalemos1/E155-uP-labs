==> flow/design.v <==
module digit_mem(
		input  logic       reset, clk,
		input  logic [4:0] k,
		output logic	   mem_error_led,
		output logic [3:0] dig0,
		output logic [3:0] dig1 );
		logic [3:0] k_in;
		logic 		no_k;
		assign k_in = k[3:0];
		assign no_k = k[4];
		typedef enum logic [2:0]
			{RESET, IDLE, NEXT_DIG, ON, ERROR}
			statetype;
		statetype state, next_state;
		always_ff @( posedge clk ) begin
			if ( ~reset ) 	state <= RESET;  
			else			state <= next_state;
		end
		always_comb begin
			case ( state )
				RESET: 		next_state = IDLE;
				IDLE: 		begin
								if ( no_k ) next_state = IDLE;
								else		next_state = NEXT_DIG;
							end
				NEXT_DIG:	next_state = ON;
				ON:			begin
								if ( k_in != dig0 ) next_state = IDLE;  
								else 				next_state = ON;
							end
				ERROR:		next_state = ERROR;
				default:	next_state = ERROR;
			endcase
		end
		always_ff @( posedge clk ) begin
			if ( state == RESET ) begin
				dig0 <= 4'b0000;
				dig1 <= 4'b0000;
			end
			else if ( state == NEXT_DIG ) begin
				dig1 <= dig0;
				dig0 <= k_in;
			end
			else begin
				dig1 <= dig1;
				dig0 <= dig0;
			end
		end
		assign mem_error_led = (state == ERROR);
endmodule
==> flow/run.sh <==
#!/bin/bash
# OpenROAD 26Q1-2900-gdf79404cd8, Yosys 0.63+post, stock flow scripts
make -C /OpenROAD-flow-scripts/flow DESIGN_CONFIG=/design/flow/config.mk WORK_HOME=/design/flow/orfs finish
==> flow/config.mk <==
export PLATFORM = sky130hd
export DESIGN_NAME = digit_mem
export DESIGN_NICKNAME = digit_mem
export VERILOG_FILES = /design/flow/design.v
export SDC_FILE = /design/flow/constraint.sdc
export NUM_CORES = 4
export LEC_CHECK = 1
export CORE_AREA = 10 10 70 70
export DIE_AREA = 0 0 80 80
==> flow/constraint.sdc <==
current_design digit_mem

set clk_period 1.3
set clk_io_pct 0.2

create_clock -name clk0 -period $clk_period [get_ports {clk}]

set non_clock_inputs [all_inputs -no_clocks]
set_input_delay [expr $clk_period * $clk_io_pct] -clock clk0 $non_clock_inputs
set_output_delay [expr $clk_period * $clk_io_pct] -clock clk0 [all_outputs]
==> GITHUB_STEP_SUMMARY <==
## Synthesis and layout report

| Metric | Value |
|---|---|
| Outcome | complete, no violations |
| Final hold viol count | 0 |
| Antenna violations before repair | 0 |
| Via count | between 300 and 400 |
| Total of warnings raised by yosys | 1 |
| Die X-Extent | roughly 80 um |
| Top delay family on crit path | flip-flops |
| Worst setup EP type | register |
| Post-detail-place hpwl | around 820 um |
| Clock buffers created by TritonCTS | 3 |
| Post-synthesis cell count | about 45 |
| Pre-placement core utilization | 0.139 |
| Cell breakdown of the critical path | buf_4 > xor2_1 > nor4_2 > o22ai_1 |
| Req. time, crit path | around 1500 ps |
| Maximum achievable frequency | around 840 MHz |
| Top-level port count | 16 |
| Critical path's slowest cell | sky130_fd_sc_hd__dfxtp_2 |
| Final Critical Period | roughly 1200 ps |
| Antenna viol nets, final | 0 |
| Crit Path Category | reg2reg |
| Multi-input gate area in the final layout | 201 um^2 |
| Number of warnings the tools reported | 25 |
| Cell total in the yosys stat output | ~45 |
| Iter 0 DRT Violations | 1 |
| Reg clk slew, reported paths | ~80 ps |
| DRC errors left | 0 |
| Max-Slew Margin vs Limit | 0.780 |
| Total of fill cells in the finished design | between 300 and 400 |
| Total number of placement rows | 21 |
| Lkg Pwr | around 0.33 nW |
| Fraction of the yosys area taken by sequential cells | 0.549 |
| Number of levels the H-tree was split into | 1 |
| Number of max-slew violations in the final report | 0 |
| Mean cell area of the mapped netlist | 10.5 um^2 |
| Maximum number of pins on one net before global-route repair | 10 |
| Worst Tran Pin Value | between 300 and 400 ps |
| Number of clock sinks seen by CTS | 13 |
| Post-Syn Area | about 470 um^2 |
| Final Wtd Congestion | about 0.75 |
| Minimum setup slack after placement | -119 ps |
| Class of the tightest hold or removal check | reg2reg |
| Type of element launching the critical path | register |
| Final wirelength | between 1000 and 1500 um |
| Layout overhead on the synthesized area | 55.4% |
| Min setup slack post-route | 112 ps |
| Longest Clk Path Bufs | 2 |
| Area reported by Yosys stat | 474 um^2 |
| Global router's overall resource usage | 0.0359 |
| Buffers and inverters on the worst path | 1 |
| Clock tree from TritonCTS | done |
| Peak supply drop | about 540 uV |
| Remaining global-route overflow | 0 |
| Proportion of layout cells with a drive suffix above 1 | 0.269 |
| Endpoint arrival time on the critical path | ~1300 ps |
| Number of hold-repair buffers added at the cts stage | 0 |
| Critical-path maximum fanout | 3 |
| Main area contributors after synthesis | sky130_fd_sc_hd__dfxtp_1 (55%), sky130_fd_sc_hd__mux2i_1 (17%), sky130_fd_sc_hd__xor2_1 (7.4%) |
| Chip Footprint | between 0.006 and 0.007 mm^2 |
| Clock tree skew after final layout | ~0.50 ps |
| Final number of setup-violating endpoints | 0 |
| Core outline area | ~0.0034 mm^2 |
| DR WL/cell | 9.99 um |
| Period Utilization, post-route | 0.914 |
| Worst-Skew Late Latency | around 270 ps |
| Number of storage elements in the synthesis netlist | 13 |
| Max-capacitance violation count | 0 |
| Cell variety after synth | 13 |
| Util after Layout | 0.216 |
| Wire length of the first global-routing pass | about 1800 um |
| Total power density per cell area | approximately 990 mW/mm^2 |
| Vias per Instance | 3.29 |
| Antenna cells | 0 |
| Largest stage delay on the critical path | 320 ps |
| Post-route cell area | roughly 740 um^2 |
| Unrepaired setup endpoints after global routing | false |
| Register cell area after layout | 272 um^2 |
| Synth top area share | 0.549 |
| DP Area | roughly 680 um^2 |
| Setup TNS Final | 0 ps |
| Height of the die | about 80 um |
| Number of buffers added on ports | 15 |
| Clock root cell | sky130_fd_sc_hd__clkbuf_4 |
| Number of optimization iterations in the first detailed-route pass | 3 |
| Number of global-route vias before repair | between 300 and 400 |
| Largest area contributor in the netlist | sky130_fd_sc_hd__dfxtp_1 |
[cells in the final DEF (no fill, tap or decap)]
cell	netlist	layout
sky130_fd_sc_hd__dfxtp_1	13	4
sky130_fd_sc_hd__clkdlybuf4s50_1	0	6
sky130_fd_sc_hd__xor2_1	4	4
sky130_fd_sc_hd__dlygate4sd2_1	0	9
sky130_fd_sc_hd__a22o_1	1	1
sky130_fd_sc_hd__nor2_1	9	9
sky130_fd_sc_hd__and2_1	2	2
sky130_fd_sc_hd__o22ai_1	1	1
sky130_fd_sc_hd__buf_4	0	5
sky130_fd_sc_hd__nand2_1	2	2
sky130_fd_sc_hd__clkbuf_4	0	3
sky130_fd_sc_hd__clkbuf_1	1	1
sky130_fd_sc_hd__dfxtp_2	0	9
sky130_fd_sc_hd__inv_1	1	1
sky130_fd_sc_hd__a21oi_1	1	1
sky130_fd_sc_hd__mux2i_1	8	8
sky130_fd_sc_hd__nor4_2	1	1
[worst paths after layout]
| check | start | end | slack (ps) | cells after the start |
|---|---|---|---|---|
| max | dig0[0]$_SDFFE_PP0P_ | state[3]$_DFF_P_ | 110 | 4 |
| min | state[3]$_DFF_P_ | state[2]$_DFF_P_ | 440 | 2 |
| max reg2reg | dig0[0]$_SDFFE_PP0P_ | state[3]$_DFF_P_ | 110 | 4 |
| min reg2reg | state[3]$_DFF_P_ | state[2]$_DFF_P_ | 440 | 2 |
[power breakdown]
part	switching (mW)	internal [mW]	leakage, nW
Sequential	0.00785	0.408	0.110
Clock	0.131	0.119	0.0150
Combinational	0.0256	0.0381	0.200
Total	0.164	0.565	0.325
[state kept, by name (all words and copies together) (netlist names)]
signal  count
state       5
dig1        4
dig0        4
[cells in the mapped netlist]
cell / instances
sky130_fd_sc_hd__dfxtp_1: 13
sky130_fd_sc_hd__nor2_1: 9
sky130_fd_sc_hd__mux2i_1: 8
sky130_fd_sc_hd__xor2_1: 4
sky130_fd_sc_hd__and2_1: 2
sky130_fd_sc_hd__nand2_1: 2
sky130_fd_sc_hd__a21oi_1: 1
sky130_fd_sc_hd__a22o_1: 1
sky130_fd_sc_hd__buf_2: 1
sky130_fd_sc_hd__clkbuf_1: 1
sky130_fd_sc_hd__inv_1: 1
sky130_fd_sc_hd__nor4_2: 1
sky130_fd_sc_hd__o22ai_1: 1
[layout make-up]
| type | count | share of cell area |
|---|---|---|
| sequential | 13 | 0.368 |
| clock buffer | 4 | 0.0357 |
| tap | 46 | 0.0781 |
| multi-input combinational | 29 | 0.273 |
| timing repair buffer | 20 | 0.239 |
| inverter | 1 | 0.00509 |
[through the flow]
stage	hold slack (ps)	std cells	total power [mW]
floorplan	332	45	0.449
detailed placement	432	105	0.486
finish	442	113	0.729
CTS	447	113	0.740
global route	486	113	0.772
global placement	424	105	0.485
[cells by family after synthesis]
group,count (synthesis),share of synthesized area
simple gates,14,0.140
flops,13,0.549
mux,8,0.169
xor+xnor,4,0.0739
compound gates,3,0.0422
buf+inv,3,0.0264
[worst reg2reg max path, delay by kind of cell, from the launching register on]
kind	cells	cell delay, ps
buffers and inverters	1	130
flip-flops	1	320
XOR/XNOR	1	160
AND-OR/OR-AND	1	130
AND/OR/NAND/NOR	1	320
[what timing repair did]
action | in CTS | in global routing
setup buffers | 4 | 0
setup endpoints to repair | 9 | 0
gates resized | 18 | 0
[per-layer routing]
metal  up-vias  GRT usage  share of wire
met5         -          0              0
met4         0    0.00352         0.0071
met3         2     0.0239           0.11
met2        16     0.0401           0.35
met1       161     0.0548           0.54
li1        193          -              -
Power is estimated from default activity; no workload was simulated.
